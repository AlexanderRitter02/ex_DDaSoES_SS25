===== flow/run.sh =====
#!/bin/bash
# OpenROAD 26Q1-2900-gdf79404cd8, Yosys 0.63+post, stock flow scripts
make -C /OpenROAD-flow-scripts/flow DESIGN_CONFIG=/design/flow/config.mk WORK_HOME=/design/flow/orfs finish

===== flow/config.mk =====
export PLATFORM = sky130hd
export DESIGN_NAME = sram
export DESIGN_NICKNAME = sram
export VERILOG_FILES = /design/flow/design.v
export SDC_FILE = /design/flow/constraint.sdc
export NUM_CORES = 4
export LEC_CHECK = 1
export CORE_UTILIZATION = 50

===== flow/constraint.sdc =====
current_design sram

set clk_period 71.3
set clk_io_pct 0.2

create_clock -name clk0 -period $clk_period [get_ports {clk_i}]

set non_clock_inputs [all_inputs -no_clocks]
set_input_delay [expr $clk_period * $clk_io_pct] -clock clk0 $non_clock_inputs
set_output_delay [expr $clk_period * $clk_io_pct] -clock clk0 [all_outputs]

===== flow/design.v =====
module sram #(
    parameter BW = 32,
    parameter AW = 7
) (
    input logic clk_i,
    chip_enable_i,
    write_enable_i,
    input logic [AW - 1 : 0] addr_i,
    input logic [BW - 1 : 0] data_i,
    output logic [BW - 1 : 0] data_o
);
  logic [BW - 1 : 0] mem[2**AW - 1 : 0];
  always_ff @(posedge clk_i) begin
    if ((chip_enable_i == 'b0) & (write_enable_i == 'b0)) begin
      mem[addr_i] <= data_i;
    end
  end
  always_ff @(posedge clk_i) begin
    if ((chip_enable_i == 'b0) & (write_enable_i == 'b1)) begin
      data_o <= mem[addr_i];
    end
  end
endmodule

==> impl_metrics.yaml <==
# yosys + openroad results
yosys:
  ys_seq_share_pct: 78.43
  avgSynthCellArea_sq_um: 17.63
  yosys_cells: 8967
  xor_area_share_pct: 0
  synth_area_sq_um: 158100
  aoi_share_pct: 12.77
  yosys-stat-area_sq_um: 158100
  ys_ff: 4128
  logic_family: "AND-OR/OR-AND gates"
  ys.flop_type: "edfxtp_1"
  ys_sh_adder_pct: 0
  edf_count: 4128
  ys_types: 70
  ys_sh_simple_pct: 2.496
  ys_async_sr_fraction_pct: 0
  ys_sh_mux_pct: 4.237
  synth_warnings: 1
  postSynthCellCount: 8967
cts:
  clock_sinks: 4128
  cts_hold_buf: 0
  root_buffer: "clkbuf_16"
  clk_path_buf_depth: 4
  cts_made_buffers: 414
  cts-resized-gates: 0
  postCtsSetupRepairBufs: 0
  cts_tree: "yes"
  insertion_delay_ns: 1.00
  cts.reportedPaths.clkPinSlew_ns: 0.06
  htreeDepth: 5
worst_setup_path:
  crit_top_cell: "buf_4"
  end_kind: "flop"
  worstRegToRegCells: 6
  critPathMaxFanout: 60
  start_kind: "primary input"
  critPathKind: "primary input to flop"
  cpPeakStageDelay_ns: 1.25
  cp.required_ns: 71.87
  worst_path_max_delay_cell: "nor4_1"
  worstPathCellList: "buf_8 > buf_4 > buf_4 > buf_4 > buf_4 > buf_4 > mux2i_1 > o2bb2ai_1 > a21oi_1 > a221oi_1 > a211oi_1 > nor4_1"
  cp.arrival_ns: 20.60
power_and_ir_drop:
  finalPower_mw: 5.099
  p_leak_nw: 55.16
  power.density_nw_per_um2: 28.52
  peakVddDrop_mv: 0.02280
placement:
  portBuffers: 73
  hpwl_mm: 308.9
  place_congestion: 0.9737
  dp_cells: 12950
sta:
  hold_ws_ns: 0.7637
  max_freq_mhz: 49.92
  setup_viol: 0
  finalSetupTns_ns: 0
  tightest_slew_ns: 1.447
  finalCritPeriodShare_pct: 28.09
  rsz0062_at_grt: "no"
  slew_violations: 0
  final.setup_skew_ns: 0.05700
  min_period_ns: 20.03
  slew_headroom_pct: 2.660
  finalHoldViolations: 0
die:
  die_h_microns: 564.2
  rows: 206
  fp_util_pct: 50.22
  die_width_microns: 564.2
  boundaryPins: 74
  die_area_sq_um: 318400
  core_sq_um: 314700
global_route:
  grtUsageTotal_pct: 37.05
  antenna_found_initial: 38
  grt_max_degree: 89
  grt_pass1_wl_mm: 727.5
  grt-ovfl-total: 0
  grt_pass1_vias: 96250
worst_hold_path:
  hold_class: "flop to flop"
  hold_depth: 4
final_layout:
  drive_gt1_share_pct: 16.55
  finalNonFillerCells: 13750
  nFillCells: 22950
  post-route-util_pct: 56.80
  area_growth_pct: 13.09
detailed_routing:
  drt_first_pass_iters: 6
  drc: 0
  wirelength_mm: 522.2
  avgViaCountPerCell: 6.677
  ant_nets: 0
  wire_per_inst_microns: 37.99
  vias: 91780
  drt-initial-drc-count: 7326
job:
  warnings: 26
  maxCapViolCount: 0
status:
  status: "complete, no violations"
==> layout make-up <==
type | instances | area [sq um] | area share (%)
sequential | 4128 | 124000 | 69.35
antenna | 41 | 102.6 | 0.05740
clock buffer | 507 | 10750 | 6.015
multi-input combinational | 4123 | 32020 | 17.91
tap | 4160 | 5205 | 2.912
inverter | 6 | 42.54 | 0.02380
clock inverter | 243 | 2416 | 1.352
timing repair buffer | 538 | 4255 | 2.381
==> worst paths after layout <==
kind	start	to	slack, ns
worst min register to register	mem[18][30]	data_o[30]	0.76
worst min-delay path	mem[18][30]	data_o[30]	0.76
worst max-delay path	addr_i[2]	data_o[9]	51.27
worst max register to register	mem[39][7]	data_o[7]	67.59
==> per-layer routing <==
metal	global-route usage, %	vias up	wire length (microns)
li1	-	38100	-
met1	42.43	45400	153200
met2	49.97	7084	231500
met3	31.88	1144	105300
met4	16.16	50	30500
met5	4.256	-	1725
==> metrics by stage <==
step	instance area, sq um	worst slack [ns]
final	178800	51.27
after global routing	178700	51.21
after CTS	178600	51.69
after detailed placement	165500	50.66
after global placement	165500	50.68
after floorplan	158100	53.56
==> cells in the mapped netlist (all sizes together), types with 7 or more instances <==
cell type	count	area share, %
a211o	11	0.061
a211oi	106	0.50
a21boi	10	0.048
a21oi	416	1.3
a221o	167	1.1
a221oi	713	4.0
a222oi	46	0.29
a22o	30	0.17
a22oi	447	2.1
a2bb2oi	11	0.061
a31oi	12	0.047
and3	33	0.13
buf	413	1.3
clkbuf	297	0.71
edfxtp	4128	78
mux2	338	2.4
mux2i	179	1.1
mux4	48	0.68
nand2	170	0.40
nand2b	14	0.055
nand3	9	0.028
nand4	10	0.040
nor2	314	0.75
nor2b	139	0.55
nor3	25	0.082
nor3b	30	0.15
nor4	19	0.075
o2111ai	14	0.078
o211ai	60	0.28
o21a	13	0.062
o21ai	385	1.2
o221a	11	0.078
o221ai	27	0.15
o22a	16	0.089
o22ai	140	0.55
o2bb2ai	56	0.31
o311ai	12	0.066
o31a	11	0.061
o41ai	7	0.039
or4	18	0.085
==> registers in the layout (all words and copies together), names as in the netlist <==
register	count
data_o	32
mem	4096
==> worst max-delay path, delay by kind of cell <==
kind	cells	cell delay [ns]
buffers and inverters	6	3.47
AND/OR/NAND/NOR	1	1.25
AND-OR/OR-AND	4	1.19
multiplexers	1	0.17
==> cell families (layout without fill, tap and decap cells) <==
logic type / after synthesis / in the layout
mux: 565 / 565
flops: 4128 / 4128
compound gates: 2747 / 2747
other cells: 0 / 41
buf+inv: 716 / 1294
simple gates: 811 / 811
==> power breakdown <==
group          leakage (nW)  switching, mW  internal (mW)  total, mW
Clock                  6.40          0.923           1.20       2.12
Combinational          11.6          0.220         0.0736      0.294
Sequential             37.1        0.00482           2.68       2.68
Total                  55.2           1.15           3.95       5.10
==> layout by cell type (no fill, tap or decap), drive strengths merged, types with 60 or more instances in the layout <==
master,Yosys,final
o211ai,60,60
buf,413,502
a211oi,106,106
clkinv,0,192
mux2,338,338
a22oi,447,447
nor2,314,314
o22ai,140,140
nor2b,139,139
a21oi,416,416
o21ai,385,385
nand2,170,170
a221oi,713,713
edfxtp,4128,4128
a221o,167,167
mux2i,179,179
clkbuf,297,507
No activity file was given, so power comes from the tool's default toggle rates.
