### flow/design.v
module and_gate(
  input logic a, b,
  output logic o
);
  assign o = a & b;
endmodule
module halfadder (
  input logic a, b,
  output logic s, c
);
  assign s = a ^ b;
  assign c = a & b;
endmodule
module fulladder(
  input logic a, b, c_in,
  output logic s, c_out
);
wire sum1, carry1, carry2;
halfadder first ( a, b, sum1, carry1);
halfadder second(sum1, c_in, s, carry2);
or carryOr(c_out, carry1, carry2);
endmodule
module mult(
  input  logic a0, a1, a2, b0, b1, b2,
  output logic s0, s1, s2, s3, s4, s5
);
and_gate and1 (b0, a0, pp_00);
and_gate and2 (b0, a1, pp_01);
and_gate and3 (b0, a2, pp_02);
and_gate and4 (b1, a0, pp_10);
and_gate and5 (b1, a1, pp_11);
and_gate and6 (b1, a2, pp_12);
and_gate and7 (b2, a0, pp_20);
and_gate and8 (b2, a1, pp_21);
and_gate and9 (b2, a2, pp_22);
buf(s0, pp_00);
fulladder f11 (
  .a(pp_01),
  .b(pp_10),
  .c_in(0),
  .s(s1),
  .c_out(carry_for_f12)
);
fulladder f12 (
  .a(pp_02),
  .b(pp_11),
  .c_in(carry_for_f12),
  .s(sum_for_f21),
  .c_out(carry_for_f13)
);
fulladder f13 (
  .a(pp_12),
  .b(0),
  .c_in(carry_for_f13),
  .s(sum_for_f22),
  .c_out(b_for_f23)
);
fulladder f21 (
  .a(pp_20),
  .b(sum_for_f21),
  .c_in(0),
  .s(s2),
  .c_out(carry_for_f22)
);
fulladder f22 (
  .a(pp_21),
  .b(sum_for_f22),
  .c_in(carry_for_f22),
  .s(s3),
  .c_out(carry_for_f23)
);
fulladder f23 (
  .a(pp_22),
  .b(b_for_f23),
  .c_in(carry_for_f23),
  .s(s4),
  .c_out(s5)
);
endmodule
### flow/run.sh
#!/bin/bash
# OpenROAD 26Q1-2900-gdf79404cd8, Yosys 0.63+post, stock flow scripts
make -C /OpenROAD-flow-scripts/flow DESIGN_CONFIG=/design/flow/config.mk WORK_HOME=/design/flow/orfs finish
### flow/config.mk
export PLATFORM = sky130hd
export DESIGN_NAME = mult
export DESIGN_NICKNAME = mult
export VERILOG_FILES = /design/flow/design.v
export SDC_FILE = /design/flow/constraint.sdc
export NUM_CORES = 4
export LEC_CHECK = 1
export CORE_AREA = 10 10 70 70
export DIE_AREA = 0 0 80 80
### flow/constraint.sdc
current_design mult

set clk_period 2.1
set clk_io_pct 0.2

create_clock -name clk0 -period $clk_period

set non_clock_inputs [all_inputs -no_clocks]
set_input_delay [expr $clk_period * $clk_io_pct] -clock clk0 $non_clock_inputs
set_output_delay [expr $clk_period * $clk_io_pct] -clock clk0 [all_outputs]
==> out/summary.log <==
qor: status.status complete, but fails checks
qor: final_layout.syn_to_final_growth 147.1%
qor: synth.yosys.stat.chipArea 172.7 um2
qor: floorplanning.chipArea 0.006400 mm2
qor: global_routing.global_route.overflow_total 0
qor: power_and_ir_drop.powerDensity 182.3 mW/mm2
qor: worst_setup_path.crit_path_start_kind primary input
qor: hold_path.worst_hold_path.endpoint s2
qor: timing.maxClockFrequency 354.8 MHz
qor: place.finalWeightedCongestion 0.7325
qor: timing.final.min_clock_period 2.819 ns
qor: routing.routed_wl 616 um
qor: flow_run.max_cap_violations 0
qor: final_layout.filler_cell_count 407
qor: synth.yosys.stat.seqShare 0
qor: synth.main_area_contributors sky130_fd_sc_hd__fa_1 (35%), sky130_fd_sc_hd__and2_1 (22%), sky130_fd_sc_hd__ha_1 (22%)
qor: worst_setup_path.cp-end-kind output pin
qor: clocking.post_cts_hold_buffer_count 0
qor: final_layout.seq_cells 0
qor: routing.drt_pass1_iterations 2
qor: place.number_of_buffer_cells_added_on_primary_ports 12
qor: power_and_ir_drop.vdd.ir_drop.worst 0.06516 mV
qor: timing.final_hold_viol_count 0
qor: place.pre_cts_ws -1.556 ns
qor: routing.detail_route.iter0.violations 2
qor: flow_run.warning_count 35
qor: hold_path.holdCritStartpoint a0
qor: final_layout.postLayoutCoreUtil 0.1249
qor: worst_setup_path.critical_path_peak_fanout 2
qor: final_layout.n_clock_buffer 0
qor: clocking.post-cts-setup-buffer-count 0
qor: floorplanning.die_w 80 um
qor: floorplanning.pin_count 12
qor: timing.worst_slew_pin_slew 0.1176 ns
qor: floorplanning.floorplanUtilization 0.05055
qor: global_routing.antenna_found_initial 0
qor: timing.final_critical_path_setup_slack -0.7187 ns
qor: routing.post-route-drc-count 0
qor: final_layout.ratio_of_cells_with_drive_above_1_in_the_final_layout 0.6410
qor: floorplanning.chipHeight 80 um
qor: status.violations_in_the_final_reports negative setup slack
qor: final_layout.multiInputGateArea 193.9 um2
qor: worst_setup_path.arrival 2.40 ns
qor: timing.relSlewSlack 0.9214
qor: synth.synth.top_cells.by_count sky130_fd_sc_hd__inv_1 (7), sky130_fd_sc_hd__and2_1 (6), sky130_fd_sc_hd__fa_1 (3), sky130_fd_sc_hd__ha_1 (3), sky130_fd_sc_hd__nand2_1 (3)
qor: synth.dominant_cell_by_count_in_the_synthesized_netlist sky130_fd_sc_hd__inv_1
qor: timing.setup_repair_after_global_routing_missed_its_margin true
qor: floorplanning.placeableCoreArea 0.003416 mm2
qor: worst_setup_path.critPathKind primary input to output pin
qor: global_routing.first_global_vias 215
qor: place.final_hpwl_from_detailed_placement 556.1 um
qor: power_and_ir_drop.power.leakage 0.1815 nW
qor: hold_path.min_delay_path_depth 5
qor: power_and_ir_drop.fin_total_pwr 0.00007776 W
qor: synth.mappedNetlistArea 172.7 um2
qor: synth.syn_inst 22
qor: synth.synth_stat.cells 22
qor: synth.syn_avg_cell_area 7.848 um2
qor: global_routing.grt_util_all_layers 0.01925
qor: routing.wire_per_inst 7.247 um
qor: floorplanning.count_of_standard_cell_rows 21
qor: routing.total_inserted_antenna_cells 0
qor: final_layout.register_area 0 um2
qor: routing.ant_nets 0
qor: worst_setup_path.worst-endpoint-required 1.68 ns
qor: synth.yosysTopAreaCell sky130_fd_sc_hd__fa_1
qor: timing.finalClockPeriodUsage 1.342
qor: timing.finalSetupViolations 3
qor: routing.via_per_inst 2.176
qor: synth.yosys.cell_types.count 5
qor: timing.number_of_max_slew_violations_in_the_final_report 0
qor: global_routing.grt_first_pass_wirelength 1014 um
qor: synth.yosysTopAreaCellShare 0.3478
qor: global_routing.maximum_number_of_pins_on_one_net_before_global_route_repair 4
qor: timing.fin_hold_ws 1.390 ns
qor: routing.route.vias.total 185
qor: synth.yosys_synthesis_warning_count 19
qor: hold_path.min-delay-path-class primary input to output pin
## critical path, cell delays in order
cell and delay, ns:
sky130_fd_sc_hd__buf_6 0.07, sky130_fd_sc_hd__and2_4 0.14, sky130_fd_sc_hd__ha_4 0.12, sky130_fd_sc_hd__inv_2 0.03, sky130_fd_sc_hd__fa_1 0.48, sky130_fd_sc_hd__inv_2 0.05, sky130_fd_sc_hd__ha_4 0.15, sky130_fd_sc_hd__fa_2 0.32
sky130_fd_sc_hd__inv_2 0.06, sky130_fd_sc_hd__fa_2 0.42, sky130_fd_sc_hd__inv_1 0.05, sky130_fd_sc_hd__buf_2 0.09
## final cells by class
cell class                 instances  share of cell area
tap                               46              0.1349
timing repair buffer              17              0.3490
multi-input combinational         15              0.4545
inverter                           7             0.06158
## report_power, final
part	internal [W]	switching, W	leakage [nW]	total, W
registers	0	0	0	0
clock network	0	0	0	0
logic	0.0000497	0.0000280	0.181	0.0000778
total	0.0000497	0.0000280	0.181	0.0000778
## worst max-delay path by stage
stage | endpoint | start | cells after the start
after global routing | s4 | b1 | 12
after CTS | s4 | a0 | 12
final | s4 | a0 | 12
## repair_timing
action / 4_1_cts / 5_1_grt
pin swaps: 7 / 4
gates resized: 41 / 1
setup endpoints to repair: 5 / 4
## metal layers
layer / up-vias / global-route usage / routed length [um]
li1: 96 / - / -
met1: 77 / 0.03271 / 389
met2: 12 / 0.02006 / 156
met3: 0 / 0.01023 / 70
met4: 0 / 0 / 0
met5: - / 0 / 0
## per-stage QoR
stage          TNS (ns)  cell area, um2  instances
4_1_cts          -1.752           425.4         85
6_report         -1.583           426.7         85
3_5_place_dp     -4.961           410.4         85
2_1_floorplan   -0.9135           195.2         22
5_1_grt          -1.778           426.7         85
3_3_place_gp     -4.852           410.4         85
## cell usage in the layout (no fill, tap or decap)
cell type,count
sky130_fd_sc_hd__clkdlybuf4s15_1,1
sky130_fd_sc_hd__inv_1,2
sky130_fd_sc_hd__nand2_1,3
sky130_fd_sc_hd__and2_4,2
sky130_fd_sc_hd__inv_2,5
sky130_fd_sc_hd__and2_1,4
sky130_fd_sc_hd__clkdlybuf4s50_1,3
sky130_fd_sc_hd__buf_6,5
sky130_fd_sc_hd__fa_1,1
sky130_fd_sc_hd__buf_2,3
sky130_fd_sc_hd__fa_2,2
sky130_fd_sc_hd__buf_4,5
sky130_fd_sc_hd__ha_4,3
## kinds of logic (layout without fill, tap and decap cells)
logic type	after synthesis	in the layout	synth area share
fa+ha+maj	6	6	0.5653
simple gates	9	9	0.2826
buf+inv	7	24	0.1522
Power and IR drop assume default switching activity.
